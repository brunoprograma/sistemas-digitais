==> design.v <==
module Led(input CLOCK_50, output [1:0]LEDG);
    reg [32:0] counter;
    reg state = 0;
    assign LEDG[0] = state;
    assign LEDG[1] = ~state;
    always @(posedge CLOCK_50) begin
        if (counter == 50000000) begin
            state = ~state;
            counter = 0;
        end else begin
            counter <= counter + 1;
        end
    end
endmodule
==> run.sh <==
#!/bin/bash
# OpenROAD 26Q1-2900-gdf79404cd8, Yosys 0.63+post, stock flow scripts
make -C /OpenROAD-flow-scripts/flow DESIGN_CONFIG=/design/flow/config.mk WORK_HOME=/design/flow/orfs finish
==> config.mk <==
export PLATFORM = sky130hd
export DESIGN_NAME = Led
export DESIGN_NICKNAME = Led
export VERILOG_FILES = /design/flow/design.v
export SDC_FILE = /design/flow/constraint.sdc
export NUM_CORES = 4
export LEC_CHECK = 1
export CORE_AREA = 10 10 108 108
export DIE_AREA = 0 0 118 118
==> constraint.sdc <==
current_design Led

set clk_period 3.9
set clk_io_pct 0.2

create_clock -name clk0 -period $clk_period [get_ports {CLOCK_50}]

set non_clock_inputs [all_inputs -no_clocks]
set_input_delay [expr $clk_period * $clk_io_pct] -clock clk0 $non_clock_inputs
set_output_delay [expr $clk_period * $clk_io_pct] -clock clk0 [all_outputs]
==> results.md <==
| Group | Quantity | Value |
|---|---|---|
| yosys | Ys flops | 34 |
| critical path | CP Depth | 2 |
| cts | Hold-fix buffer count after cts | 0 |
| yosys | Instance tally after logic synthesis | 170 |
| yosys | Chip area estimate from yosys synthesis | 1630 sq um |
| critical path | Dominant delay contributor by cell family on the critical path | buffers and inverters |
| final timing | Headroom to the max-slew limit | 0.635 |
| place | Detailed placer's ending HPWL | 2.33 mm |
| routing | Number of nets with antenna violations after detailed routing | 0 |
| critical path | Reg2reg path depth | 6 |
| layout | Share of post-route cells with drive strength above 1 | 0.0730 |
| grt | Largest net degree at the start of global routing | 11 |
| layout | Design Area, Final | 1880 sq um |
| critical path | Largest fanout of any net on the critical path | 2 |
| routing | Via Count | 1,283 |
| floorplan | Share of the core filled by cells before placement | 0.176 |
| final timing | RSZ-0062 raised after global routing | false |
| yosys | Number of distinct library cells after synthesis | 35 |
| critical path | Setup slack of the most critical reg-to-reg path | 1.93 ns |
| run | Log Warnings | 26 |
| grt | All-Layer GR Usage | 0.0465 |
| final timing | Worst clock skew | 0.00529 ns |
| cts | Clock latency on the worst-skew pair | 0.28 ns |
| floorplan | Count of standard-cell rows | 35 |
| floorplan | Floorplan die area | 13,900 sq um |
| grt | Number of global-route vias before repair | 1,200 |
| cts | Number of buffers inserted during clock tree synthesis | 5 |
| yosys | Biggest area consumer among synthesized cells | sky130_fd_sc_hd__dfxtp_1 |
| critical path | Arrival time of the worst setup path | 1.20 ns |
| final timing | Number of endpoints failing setup at the final stage | 0 |
| layout | Final core utilization | 0.203 |
| yosys | Post-synth area hogs | sky130_fd_sc_hd__dfxtp_1 41%, sky130_fd_sc_hd__xnor2_1 9.1%, sky130_fd_sc_hd__nand4_1 4.6%, sky130_fd_sc_hd__nor2_1 3.7%, sky130_fd_sc_hd__nand3_1 3.4% |
| critical path | CP Capture Type | output pin |
| final timing | Final count of pins violating max slew | 0 |
| pwr | Power density over cell area | 311 nW/um^2 |
| cts | Maximum level of the CTS H-tree | 2 |
| critical path | Setup CP Type | flip-flop to output pin |
| yosys | Post-synthesis cell area | 1630 sq um |
| yosys | Async S/R FF share, synth | 0 |
| routing | Residual DRC count | 0 |
| cts | Buffer depth of the longest clock path | 2 |
| hold path | Tightest Hold Check Type | flip-flop to flip-flop |
| floorplan | Core region area | 9280 sq um |
| pwr | Pleak | 0.579 nW |
| grt | Wire length of the first global-routing pass | 5.67 mm |
| critical path | Critical path required time | 3.12 ns |
| final timing | Worst hold slack after final layout | 0.475 ns |
| place | Global placement routability congestion | 0.837 |
| place | Port Buf Inserts | 2 |
| cts | Number of post-CTS setup repair buffers | 0 |
| hold path | Cell depth of the worst min-delay path | 1 |
| pwr | Total design power | 0.585 mW |
| final timing | Final-report hold violation count | 0 |
| place | Placement-stage worst setup slack | 1.98 ns |
| place | DP Area | 1800 sq um |
| critical path | Maximum cell stage delay along the critical path | 0.46 ns |
| pwr | Worst IR Drop VDD | 0.000114 V |
| yosys | Seq/Total Area, Yosys | 0.424 |
| cts | Clock tree from TritonCTS | done |
| grt | Number of antenna violations at the first check in global routing | 0 |
| floorplan | Die X-Extent | 118 microns |
| cts | Quantity of gates resized following cts | 0 |
| cts | Clock net sink count | 34 |
| run | Total of max-cap violations | 0 |
| place | Placed instance count | 300 |
| final timing | Max frequency | 506 MHz |
| layout | Fill cell count | 1,040 |
| critical path | Critical-path top delay cell | sky130_fd_sc_hd__clkdlybuf4s50_1 |
| critical path | Critical-path cell list | inv_1 > clkdlybuf4s50_1 |
| final timing | Clock period minus worst slack | 1.98 ns |
| final timing | Post-layout period usage of the worst path | 0.507 |
| grt | Remaining global-route overflow | 0 |
| final timing | Slew at the pin closest to its max-slew limit | 0.543 ns |
| yosys | Cells in synth_stat.txt | 170 |
| layout | Area grow syn2layout | 15.3% |
| cts | CTS root buf | sky130_fd_sc_hd__clkbuf_8 |
| yosys | Predominant post-synthesis flop cell | sky130_fd_sc_hd__dfxtp_1 |
| routing | Antenna cells | 0 |
| final timing | Post-route setup TNS | 0 ns |
| final timing | Least setup slack across all paths after layout | 1.92 ns |
| routing | First-pass iteration count of the detailed router | 4 |
| yosys | Area leader share | 0.405 |
| status | Status | finished, final reports clean |
| routing | Violation count after the first detailed-routing iteration | 56 |
| routing | Drt total wl | 3.19 mm |
| floorplan | Die height | 118 microns |
| yosys | Post-synthesis area per instance | 9.59 sq um |
| yosys | Post-synth EDFFs | 1 |
| routing | Number of vias per cell after detailed routing | 4.18 |
| cts | Clock slew at the register clock pins of the worst setup and hold paths | 0.06 ns |
| floorplan | Count of boundary I/O pins | 3 |
| layout | Fin cells | 307 |
| routing | Per-cell routed wire length | 10.4 microns |
| critical path | Startpoint type of the worst setup path | flip-flop |
| yosys | Yosys warning tally | 1 |
| critical path | Critical path buffers and inverters | 2 |
[synthesized netlist by cell type, drive strengths merged, types with 5 or more instances]
cell type / count
nand3: 11
nand2: 7
nand4: 15
o21ai: 7
dfxtp: 33
xor2: 5
inv: 7
xnor2: 17
nor3: 6
nor2: 16
nor4: 9
[logic make-up (layout without fill, tap and decap cells)]
family / count (synthesis) / after routing / synth area share
buffers and inverters: 8 / 16 / 0.0207
AND/OR/NAND/NOR: 83 / 83 / 0.335
adder cells (fa/ha/maj): 2 / 2 / 0.0153
XOR/XNOR: 22 / 22 / 0.118
flip-flops: 34 / 34 / 0.424
multiplexers: 4 / 4 / 0.0246
AND-OR/OR-AND: 17 / 17 / 0.0622
[where the power goes]
part / total (mW) / switching (mW) / leakage (nW) / internal [mW]
clock: 0.237 / 0.114 / 0.0383 / 0.123
combinational: 0.000000264 / 0 / 0.264 / 0
sequential: 0.349 / 0 / 0.277 / 0.349
[cell type report]
type	instances	area, sq um	area share
Sequential cell	34	691	0.367
Clock buffer	7	76.3	0.0406
Timing Repair Buffer	2	20.0	0.0106
Tap cell	129	161	0.0858
Inverter	7	26.3	0.0140
Multi-Input combinational cell	128	906	0.482
[routing by layer]
layer / GRT usage / vias to the layer above / share of wire
met5: 0 / - / 0
met3: 0.0136 / 7 / 0.055
li1: - / 647 / -
met4: 0.00696 / 0 / 0.017
met2: 0.0703 / 31 / 0.42
met1: 0.0654 / 598 / 0.51
[registers in the layout, summed over array words and instances (netlist names)]
signal and count:
state 1, counter 33
[worst paths after layout]
path,to,from
hold reg to reg,counter[32],counter[32]
setup / recovery,LEDG[1],state
setup reg to reg,counter[1],counter[0]
hold / removal,counter[32],counter[32]
[layout by cell type, fill, tap and decap left out, types with 2 or more instances in the layout]
master / synthesis / layout
sky130_fd_sc_hd__clkdlybuf4s50_1: 0 / 2
sky130_fd_sc_hd__and2_1: 2 / 2
sky130_fd_sc_hd__nor4_4: 2 / 2
sky130_fd_sc_hd__nor4b_1: 2 / 2
sky130_fd_sc_hd__ha_1: 2 / 2
sky130_fd_sc_hd__and4_1: 4 / 4
sky130_fd_sc_hd__nor2_1: 16 / 16
sky130_fd_sc_hd__nand3_1: 11 / 11
sky130_fd_sc_hd__a31oi_1: 4 / 4
sky130_fd_sc_hd__clkbuf_1: 0 / 2
sky130_fd_sc_hd__nor3_1: 5 / 5
sky130_fd_sc_hd__a21oi_1: 3 / 3
sky130_fd_sc_hd__mux2i_1: 4 / 4
sky130_fd_sc_hd__xor2_1: 5 / 5
sky130_fd_sc_hd__nand4_4: 2 / 2
sky130_fd_sc_hd__nand2_1: 7 / 7
sky130_fd_sc_hd__dfxtp_1: 33 / 33
sky130_fd_sc_hd__clkbuf_8: 0 / 5
sky130_fd_sc_hd__nor4_1: 7 / 7
sky130_fd_sc_hd__o21ai_0: 7 / 7
sky130_fd_sc_hd__and3_1: 4 / 4
sky130_fd_sc_hd__xnor2_1: 17 / 17
sky130_fd_sc_hd__nand4_1: 12 / 12
sky130_fd_sc_hd__inv_1: 7 / 7
No activity file was given, so power comes from the tool's default toggle rates.
